### design/flow/run.sh
#!/bin/bash
# OpenROAD 26Q1-2900-gdf79404cd8, Yosys 0.63+post, stock flow scripts
make -C /OpenROAD-flow-scripts/flow DESIGN_CONFIG=/design/flow/config.mk WORK_HOME=/design/flow/orfs finish
### design/flow/config.mk
export PLATFORM = sky130hd
export DESIGN_NAME = top
export DESIGN_NICKNAME = top
export VERILOG_FILES = /design/flow/design.v
export SDC_FILE = /design/flow/constraint.sdc
export NUM_CORES = 4
export LEC_CHECK = 1
export CORE_UTILIZATION = 30
### design/flow/constraint.sdc
current_design top

set clk_period 3.2
set clk_io_pct 0.2

create_clock -name clk0 -period $clk_period [get_ports {clk}]

set non_clock_inputs [all_inputs -no_clocks]
set_input_delay [expr $clk_period * $clk_io_pct] -clock clk0 $non_clock_inputs
set_output_delay [expr $clk_period * $clk_io_pct] -clock clk0 [all_outputs]
### design/flow/design.v
module battleship (
  input            clk  ,
  input            rst  ,
  input            start,
  input      [1:0] X    ,
  input      [1:0] Y    ,
  input            pAb  ,
  input            pBb  ,
  output reg [7:0] disp0,
  output reg [7:0] disp1,
  output reg [7:0] disp2,
  output reg [7:0] disp3,
  output reg [7:0] led
);
parameter IDLE = 4'b0000;
parameter SHOW_A = 4'b0001;
parameter A_IN = 4'b0010;
parameter ERROR_A = 4'b0011;
parameter SHOW_B = 4'b0100;
parameter B_IN = 4'b0101;
parameter ERROR_B = 4'b0110;
parameter SHOW_SCORE = 4'b0111;
parameter A_SHOOT = 4'b1000;
parameter A_SINK = 4'b1001;
parameter A_WIN = 4'b1010;
parameter B_SHOOT = 4'b1011;
parameter B_SINK = 4'b1100;
parameter B_WIN = 4'b1101;
reg [15:0] A_map;
reg [15:0] B_map;
reg [3:0] currentState;
reg [3:0] nextState;
reg [2:0] A_score;
reg [2:0] B_score;
reg [2:0] A_counter;
reg [2:0] B_counter;
reg [5:0] timer;
reg Z;  
always@ (posedge clk or posedge rst)
begin
  if (rst)
    begin
      currentState <= IDLE;
        A_map <= 16'b0;
        B_map <= 16'b0; 
        A_score <= 3'b0;
        B_score <= 3'b0;
        A_counter <= 3'b0;
        B_counter <= 3'b0;
        timer <= 6'b0;
        Z <= 1'b0;
    end
  else
    begin
      currentState <= nextState;
      case(currentState)
      IDLE:
      begin
        timer <= 0;
      end
      SHOW_A:
      begin
        timer <= timer + 1;
      end
      A_IN:
      begin
        if (pAb && A_map[Y*4 + X] == 1'b0 )
        begin
          if(A_counter > 2)
            begin
              A_map[(Y*4) + X] <= 1'b1;
            end
          else
            begin
              A_map[(Y*4) + X] <= 1'b1;
              A_counter <= A_counter + 1;
            end
        end
        timer <= 6'd0;
      end
      ERROR_A:
      begin
        timer <= timer + 1;
      end
      SHOW_B:
      begin
        timer <= timer + 1;
      end
      B_IN:
      begin
        if (pBb && B_map[Y*4 + X] == 1'b0 )
        begin
          if(B_counter > 2)
            begin
              B_map[(Y*4) + X] <= 1'b1;
            end
          else
            begin
              B_map[(Y*4) + X] <= 1'b1;
              B_counter <= B_counter + 1;
            end
        end
        timer <= 6'd0;
      end
      ERROR_B:
      begin
        timer <= timer + 1;
      end
      SHOW_SCORE:
      begin
        timer <= timer + 1;
      end
      A_SHOOT:
      begin
        timer <= 6'd0;
        if (pAb)
        begin
          if (B_map[Y*4 + X] == 1'b1)
            begin
              A_score <= A_score + 1;
              B_map[Y*4 + X] <= 1'b0;
              Z <= 1'b1;
            end
          else
            begin
              Z <= 1'b0;
            end
        end
      end
      A_SINK:
      begin
        timer <= timer + 1;
      end
      A_WIN:
      begin
        if(timer == 6'd49) 
          begin
            timer <= 6'd0;
          end
        else 
          begin
            timer <= timer + 1;
          end
      end
      B_SHOOT:
      begin
        timer <= 6'd0;
        if (pBb)
        begin
          if (A_map[Y*4 + X] == 1'b1)
            begin
              B_score <= B_score + 1;
              A_map[Y*4 + X] <= 1'b0;
              Z <= 1'b1;
            end
          else
            begin
              Z <= 1'b0;
            end
        end
      end
      B_SINK:
      begin
        timer <= timer + 1;
      end
      B_WIN:
      begin
        if(timer == 6'd49) 
          begin
            timer <= 6'd0;
          end
        else 
          begin
            timer <= timer + 1;
          end
      end
    endcase
    end
end
always@(*)
begin
  disp3 = 8'b00000000;
  disp2 = 8'b00000000;
  disp1 = 8'b00000000;
  disp0 = 8'b00000000;
  led = 8'b00000000;
  nextState = currentState;
  case(currentState)
    IDLE:
    begin
      disp3 = 8'b00000110;
      disp2 = 8'b01011110;
      disp1 = 8'b00111000;
      disp0 = 8'b01111001;
      led[7] = 1;
      led[4] = 1;
      led[3] = 1;
      led[0] = 1;  
      if (start)
        nextState = SHOW_A;
    end
    SHOW_A:
    begin
      disp3 = 8'b01110111;
      disp2 = 8'b00000000;
      disp1 = 8'b00000000;
      disp0 = 8'b00000000;
      if (timer < 6'd50)  
        nextState = SHOW_A;
      else
        begin
          nextState = A_IN;
        end
    end
    A_IN:
    begin
      disp3 = 8'b00000000;
      disp2 = 8'b00000000;
      case(X)  
        2'b00: disp1 = 8'b00111111;  
        2'b01: disp1 = 8'b00000110;  
        2'b10: disp1 = 8'b01011011;  
        2'b11: disp1 = 8'b01001111;  
      endcase
      case(Y)  
          2'b00: disp0 = 8'b00111111;  
          2'b01: disp0 = 8'b00000110;  
          2'b10: disp0 = 8'b01011011;  
          2'b11: disp0 = 8'b01001111;  
      endcase
      nextState = A_IN;  
      led[7] = 1'b1;
      led[5:4] = A_counter[1:0];
      led[6] = 1'b0;
      led[3:0] = 4'b0000;
      if (pAb)
        begin
          if(A_map[(Y*4)+X] == 1'b1)
            begin
              nextState = ERROR_A;
            end
          else
            begin
              if(A_counter > 2)
                nextState = SHOW_B;
            end
        end
    end
    ERROR_A:
    begin
      disp3 = 8'b01111001;
      disp2 = 8'b01010000;
      disp1 = 8'b01010000;
      disp0 = 8'b01011100;
      led[7] = 1'b1;
      led[4] = 1'b1;
      led[3] = 1'b1;
      led[0] = 1'b1;
      if(timer < 6'd50)
        begin
          nextState = ERROR_A;
        end
      else
        begin
          nextState = A_IN;
        end
    end
    SHOW_B:
    begin
      disp3 = 8'b01111100;
      disp2 = 8'b00000000;
      disp1 = 8'b00000000;
      disp0 = 8'b00000000;
      if (timer < 6'd50)
        begin
          nextState = SHOW_B;
        end
      else
        begin
          nextState = B_IN;
        end
    end
    B_IN:
    begin
      nextState = B_IN;  
      disp3 = 8'b00000000;
      disp2 = 8'b00000000;
      case(X)  
        2'b00: disp1 = 8'b00111111;  
        2'b01: disp1 = 8'b00000110;  
        2'b10: disp1 = 8'b01011011;  
        2'b11: disp1 = 8'b01001111;  
      endcase
      case(Y)  
          2'b00: disp0 = 8'b00111111;  
          2'b01: disp0 = 8'b00000110;  
          2'b10: disp0 = 8'b01011011;  
          2'b11: disp0 = 8'b01001111;  
      endcase
      led[0] = 1'b1;
      led[3:2] = B_counter[1:0];
      led[1] = 1'b0;
      led[7:4] = 4'b0000;
      if (pBb)
        begin
          if(B_map[(Y*4)+X] == 1'b1)
            begin
              nextState = ERROR_B;
            end
          else
            begin
              if(B_counter > 2)
                nextState = SHOW_SCORE;
            end
        end
    end
    ERROR_B:
    begin
      disp3 = 8'b01111001;
      disp2 = 8'b01010000;
      disp1 = 8'b01010000;
      disp0 = 8'b01011100;
      led[7] = 1'b1;
      led[4] = 1'b1;
      led[3] = 1'b1;
      led[0] = 1'b1;
      if(timer < 6'd50)
        begin
          nextState = ERROR_B;
        end
      else
        begin
          nextState = B_IN;
        end
    end
    SHOW_SCORE:
    begin
      disp3 = 8'b00111111;
      disp2 = 8'b01000000;
      disp1 = 8'b01000000;
      disp0 = 8'b00111111;
      led[7] = 1'b1;
      led[4] = 1'b1;
      led[3] = 1'b1;
      led[0] = 1'b1;
      if(timer < 6'd50)
        begin
          nextState = SHOW_SCORE;
        end
      else
        begin
          nextState = A_SHOOT;
        end
    end
    A_SHOOT:
    begin
      disp3 = 8'b00000000;
      disp2 = 8'b00000000;
      case(X)  
        2'b00: disp1 = 8'b00111111;  
        2'b01: disp1 = 8'b00000110;  
        2'b10: disp1 = 8'b01011011;  
        2'b11: disp1 = 8'b01001111;  
      endcase
      case(Y)  
          2'b00: disp0 = 8'b00111111;  
          2'b01: disp0 = 8'b00000110;  
          2'b10: disp0 = 8'b01011011;  
          2'b11: disp0 = 8'b01001111;  
      endcase
      led[7] = 1'b1;
      led[5:4] = A_score[1:0];
      led[3:2] = B_score[1:0];
      led[6] = 1'b0;
      led[1:0] = 2'b00;
      if(pAb)
        begin
          if(B_map[(Y*4)+X] == 1'b1)
            begin
              nextState = A_SINK;
            end
          else
            begin
              nextState = A_SINK;
            end
        end
      else
        begin
          nextState = A_SHOOT;
        end
    end
    A_SINK:
    begin
    case(A_score)
        3'd0: disp3 = 8'b00111111; 
        3'd1: disp3 = 8'b00000110; 
        3'd2: disp3 = 8'b01011011; 
        3'd3: disp3 = 8'b01001111; 
        3'd4: disp3 = 8'b01100110; 
        default: disp3 = 8'b00111111; 
      endcase
      disp2 = 8'b01000000;
      disp1 = 8'b01000000; 
      case(B_score)
          3'd0: disp0 = 8'b00111111;  
          3'd1: disp0 = 8'b00000110;  
          3'd2: disp0 = 8'b01011011;  
          3'd3: disp0 = 8'b01001111;  
          3'd4: disp0 = 8'b01100110;  
          default: disp0 = 8'b00111111;  
      endcase
      if (Z == 1'b1) 
        begin
          led = 8'b11111111;  
        end
      else 
        begin
          led = 8'b00000000;  
        end
    if (timer < 6'd50)
      begin
        if (Z == 1'b1)
          begin
            nextState = A_SINK;
          end
        else
          begin
            nextState = A_SINK;
          end
      end
    else
      begin
        if (A_score > 3)
          begin
            nextState = A_WIN;
          end
        else
          begin
            nextState = B_SHOOT;
          end
      end
    end
    A_WIN:
    begin
      disp3 = 8'b01110111;
      case(A_score)
        3'd0: disp2 = 8'b00111111; 
        3'd1: disp2 = 8'b00000110; 
        3'd2: disp2 = 8'b01011011; 
        3'd3: disp2 = 8'b01001111; 
        3'd4: disp2 = 8'b01100110; 
        default: disp2 = 8'b00111111;
      endcase
      case(B_score)
        3'd0: disp0 = 8'b00111111; 
        3'd1: disp0 = 8'b00000110; 
        3'd2: disp0 = 8'b01011011; 
        3'd3: disp0 = 8'b01001111; 
        3'd4: disp0 = 8'b01100110; 
        default: disp0 = 8'b00111111;
      endcase
      disp1 = 8'b01000000;
      if(timer < 6'd25) 
      begin
        led = 8'b11111111; 
      end
      else 
      begin
        led = 8'b00000000;
      end
      nextState = A_WIN;
    end
    B_SHOOT:
    begin
      disp3 = 8'b00000000;
      disp2 = 8'b00000000;
      case(X)  
        2'b00: disp1 = 8'b00111111;  
        2'b01: disp1 = 8'b00000110;  
        2'b10: disp1 = 8'b01011011;  
        2'b11: disp1 = 8'b01001111;  
      endcase
      case(Y)  
          2'b00: disp0 = 8'b00111111;  
          2'b01: disp0 = 8'b00000110;  
          2'b10: disp0 = 8'b01011011;  
          2'b11: disp0 = 8'b01001111;  
      endcase
      led[7] = 1'b1;
      led[5:4] = A_score[1:0];
      led[3:2] = B_score[1:0];
      led[6] = 1'b0;
      led[1:0] = 2'b00;
      if(pBb)
        begin
          if (A_map[(Y*4)+X] == 1'b1)
            begin
              nextState = B_SINK;
            end
          else
            begin
              nextState = B_SINK;
            end
        end
      else
        begin
          nextState = B_SHOOT;
        end
    end
    B_SINK:
    begin
      case(A_score)
        3'd0: disp3 = 8'b00111111; 
        3'd1: disp3 = 8'b00000110; 
        3'd2: disp3 = 8'b01011011; 
        3'd3: disp3 = 8'b01001111; 
        3'd4: disp3 = 8'b01100110; 
        default: disp3 = 8'b00111111; 
      endcase
      disp2 = 8'b01000000;
      disp1 = 8'b01000000; 
      case(B_score)
          3'd0: disp0 = 8'b00111111;  
          3'd1: disp0 = 8'b00000110;  
          3'd2: disp0 = 8'b01011011;  
          3'd3: disp0 = 8'b01001111;  
          3'd4: disp0 = 8'b01100110;  
          default: disp0 = 8'b00111111;  
      endcase
      if (Z == 1'b1) 
        begin
          led = 8'b11111111;  
        end
      else 
        begin
          led = 8'b00000000;  
        end
      if (timer < 6'd50)
        begin
          if (Z == 1'b1)
            begin
              nextState = B_SINK;
            end
          else
            begin
              nextState = B_SINK;
            end
        end
      else
        begin
          if (B_score > 3)
            begin
              nextState = B_WIN;
            end
          else
            begin
              nextState = A_SHOOT;
            end
        end
    end
    B_WIN:
    begin
      disp3 = 8'b01111100;
      case(A_score)
        3'd0: disp2 = 8'b00111111; 
        3'd1: disp2 = 8'b00000110; 
        3'd2: disp2 = 8'b01011011; 
        3'd3: disp2 = 8'b01001111; 
        3'd4: disp2 = 8'b01100110; 
        default: disp2 = 8'b00111111;
      endcase
      case(B_score)
        3'd0: disp0 = 8'b00111111; 
        3'd1: disp0 = 8'b00000110; 
        3'd2: disp0 = 8'b01011011; 
        3'd3: disp0 = 8'b01001111; 
        3'd4: disp0 = 8'b01100110; 
        default: disp0 = 8'b00111111;
      endcase
      disp1 = 8'b01000000;
      if(timer < 6'd25) 
      begin
        led = 8'b11111111; 
      end
      else 
      begin
        led = 8'b00000000;
      end
      nextState = B_WIN;
    end
  endcase
end
endmodule
module clk_divider (
  input      clk_in     ,
  output reg divided_clk
);
  parameter  toggle_value = 270000;
  reg [24:0] cnt                 ;
  initial begin
    cnt = 0;
    divided_clk = 0;
  end
  always@(posedge clk_in)
    begin
      if (cnt==toggle_value) begin
        cnt         <= 0;
        divided_clk <= ~divided_clk;
      end
      else begin
        cnt         <= cnt +1;
        divided_clk <= divided_clk;
      end
    end
endmodule
module debouncer(
	input 		clk,
	input 		rst,
	input 		noisy_in,  
	output reg 	clean_out  
    );
reg noisy_in_reg;
reg clean_out_tmp1;  
reg clean_out_tmp2;  
reg clean_out_tmp3;  
reg clean_out_tmp4;  
always@(posedge clk or posedge rst)
begin
	if (rst==1'b1) begin
		noisy_in_reg <= 0;
		clean_out_tmp1 <= 0;
		clean_out_tmp2 <= 0;
		clean_out <= 0;
	end
	else begin
		noisy_in_reg <= noisy_in; 
		clean_out_tmp1 <= noisy_in_reg;
		clean_out_tmp2 <= clean_out_tmp1;
        clean_out_tmp3 <= clean_out_tmp2;
        clean_out_tmp4 <= clean_out_tmp3;
		clean_out <= ~clean_out_tmp4 & clean_out_tmp3;  
	end
end
endmodule
module ssd (
    input clk,
    input [7:0] disp0,
    input [7:0] disp1,
    input [7:0] disp2,
    input [7:0] disp3,
    output reg [7:0] seven,
    output reg [3:0] segment
);
    reg [15:0] dispCounter = 0;  
    reg [1:0] index;
    always @(posedge clk) begin
        dispCounter <= dispCounter + 1;
        if (dispCounter == 0) begin
            case (index)
                0: begin
                    seven <= disp0;
                end 
                1: begin
                    seven <= disp1;
                end 
                2: begin
                    seven <= disp2;
                end 
                3: begin
                    seven <= disp3;
                end 
                default: begin
                    seven <= 0;
                end
            endcase
            segment <= 1 << index;
            index <= index + 1;
        end
    end
endmodule
module top (
  input        clk    ,
  input  [3:0] sw     ,
  input  [3:0] btn    ,
  output [7:0] led    ,
  output [7:0] seven  ,
  output [3:0] segment
);
wire [7:0] disp0, disp1, disp2, disp3;
wire div_clk;
wire rst_debouncer = 1'b0;
wire btn0_clean_signal, btn1_clean_signal, btn2_clean_signal, btn3_clean_signal;
clk_divider clk_div (
  .clk_in(clk),
  .divided_clk(div_clk)
);
debouncer db3 (
  .clk(div_clk),
  .rst(rst_debouncer),
  .noisy_in(btn[3]),
  .clean_out(btn3_clean_signal)
);
debouncer db2 (
  .clk(div_clk),
  .rst(rst_debouncer),
  .noisy_in(btn[2]),
  .clean_out(btn2_clean_signal)
);
debouncer db1 (
  .clk(div_clk),
  .rst(rst_debouncer),
  .noisy_in(btn[1]),
  .clean_out(btn1_clean_signal)
);
debouncer db0 (
  .clk(div_clk),
  .rst(rst_debouncer),
  .noisy_in(btn[0]),
  .clean_out(btn0_clean_signal)
);
battleship bs (
  .clk(div_clk),
  .rst(btn2_clean_signal),
  .start(btn1_clean_signal),
  .X(sw[3:2]), 
  .Y(sw[1:0]), 
  .pAb(btn3_clean_signal),
  .pBb(btn0_clean_signal),
  .disp0(disp0),
  .disp1(disp1),
  .disp2(disp2),
  .disp3(disp3),
  .led(led)
);
ssd display (
    .clk(clk),              
    .disp0(disp0),
    .disp1(disp1), 
    .disp2(disp2),
    .disp3(disp3),
    .seven(seven),
    .segment(segment)
);
endmodule
==> flow_metrics.env <==
# implementation run metrics
export IMPL_run_status="completed"
export IMPL_worst_setup_path_type="in -> reg"
export IMPL_postCtsHoldBufs=0
export IMPL_fmax_mhz=437
export IMPL_worst_pin_slew_ns=0.865
export IMPL_drv_slew=0
export IMPL_cts_setup_buffers=0
export IMPL_setup_viol=0
export IMPL_p_leak_nw=3.18
export IMPL_p_switching_mw=0.275
export IMPL_cts_buffer_depth=2
export IMPL_max_slew_margin_rel=0.418
export IMPL_finalCriticalPeriod_ns=2.29
export IMPL_area_growth_pct=10.7
export IMPL_drive_above_1_share=0.0512
export IMPL_critPathMaxStageDelay_ns=0.69
export IMPL_crit_required_ns=3.21
export IMPL_die_area_mm2=0.0236
export IMPL_ir_drop_mv=0.220
export IMPL_cts_resized=0
export IMPL_path_buffers=2
export IMPL_htreeDepth=2
export IMPL_rows=55
export IMPL_internal_power_mw=1.09
export IMPL_setup_worst_path_end_class="flip-flop"
export IMPL_cts_buffers=5
export IMPL_fin_crit_sh=0.716
export IMPL_cp_max_fo=6
export IMPL_grt_max_degree=54
export IMPL_setup_worst_path_start_class="input pin"
export IMPL_ys_area_mm2=0.00689
export IMPL_hp_class="reg -> reg"
export IMPL_power_total_mw=1.37
export IMPL_synth_flops=144
export IMPL_port_buffers=27
export IMPL_synth_yosys_warnings=4
export IMPL_die_y_um=154
export IMPL_grt_pass1_vias=4513
export IMPL_ys_cells=666
export IMPL_detail_route_antenna_nets=0
export IMPL_power_share_sequential=0.517
export IMPL_first_pass_iters=5
export IMPL_wl_per_cell_um=14.6
export IMPL_power_density_mw_per_mm2=179
export IMPL_lay_top_count="dfxtp_1"
export IMPL_cts_root_buf="clkbuf_16"
export IMPL_warning_count=46
export IMPL_drt_iter0_markers=335
export IMPL_worstPathArrival_ns=2.31
export IMPL_ff_type="dfxtp_1"
export IMPL_diodes=0
export IMPL_ios=29
export IMPL_insertion_delay_ns=0.28
export IMPL_dieWidth_um=154
export IMPL_cts_tree="done"
export IMPL_fin_skew_ns=0.00487
export IMPL_viasPerCell=5.05
export IMPL_synth_cell_types=71
export IMPL_grt_pass1_wl_um=23500
export IMPL_synth_cells=666
export IMPL_untimed_endpoints=97
export IMPL_core_area_mm2=0.0226
export IMPL_synth_edff_count=14
export IMPL_lay_top_cells="65 x dfxtp_1, 64 x dfrtp_1, 52 x nor2_1"
export IMPL_rsz0062_at_grt="false"
export IMPL_crit_family="buffers and inverters"
export IMPL_unclocked_regs=89
export IMPL_pwr_share_comb=0.053
export IMPL_synth_area_mm2=0.00689
export IMPL_grt_overflow_total=0
export IMPL_avgSynthCellArea_um2=10.3
export IMPL_cp_slowest_cell="clkdlybuf4s50_1"
export IMPL_p_clk_frac=0.430
export IMPL_antenna_found_initial=0
export IMPL_maxCapViolations=0
export IMPL_num_vias=4886
export IMPL_wl_um=14100
export IMPL_grt_usage=0.125
export IMPL_switching_share=0.200
export IMPL_crit_chain="clkdlybuf4s50_1 -> inv_1 -> ha_1 -> nor2_1 -> o211ai_1 -> nand2_1 -> and3_1 -> o22ai_1"
export IMPL_synth_async_sr_flop_share=0.451
export IMPL_clk_pin_slew_ns=0.07
export IMPL_initial_core_util=0.305
export IMPL_synth_seq_share=0.486
export IMPL_tns_ns=0
export IMPL_route_detailed_drc=0
export IMPL_place_hpwl_um=10600
export IMPL_gp_congestion=0.929
export IMPL_hold_viol_final=0
through the flow:
stage                     cells  setup slack [ns]   util  instance area (um2)  hold slack, ns
after detailed placement    960             0.618  0.331                 7460           0.437
after global placement      960             0.622  0.331                 7460           0.437
after floorplan             666              1.38      -                 6890           0.414
after CTS                   968             0.921  0.338                 7630           0.454
final                       968             0.910  0.338                 7630           0.451
after global routing        968             0.742  0.338                 7630           0.488
power groups by stage:
stage | combinational [mW] | clock (mW) | sequential [mW]
6_report | 0.0724 | 0.588 | 0.709
4_1_cts | 0.0717 | 0.603 | 0.709
5_1_grt | 0.0786 | 0.630 | 0.708
layout make-up:
class,count,area (um2)
fillers,2288,14900
flip-flops and latches,144,3350
multi-input cells,460,3290
well taps,285,357
repair buffers,35,330
clock buffers,7,164
inverters,36,135
clock inverters,1,5.00
worst paths after layout:
check,startpoint,to,slack [ns],cells past startpoint
setup reg to reg,clk_div.cnt[2],clk_div.cnt[12],1.29,4
hold reg to reg,display.dispCounter[0],display.dispCounter[0],0.45,1
hold / removal,display.dispCounter[0],display.dispCounter[0],0.45,1
setup / recovery,sw[2],display.seven[6],0.91,8
Yosys cell counts (all sizes together) (5+ instances only):
library cell	count	area [um2]
or3	8	50.1
o31ai	5	37.5
mux2	30	342
xor2	15	131
nor2b	9	56.3
xnor2	27	236
dfxtp	65	1300
o21ai	30	150
nand4	10	62.6
nor3b	5	42.5
nor4	11	75.1
nand3	31	155
nand2	48	180
ha	33	413
a31oi	10	62.6
or2	6	37.5
nor2	52	195
dfrtp	64	1600
mux4	9	203
edfxtp	14	420
and3	8	50.1
a21oi	23	115
inv	36	135
a21o	5	37.5
a41oi	6	52.6
buf	9	61.3
nor3	19	95.1
clkbuf	17	63.8
per-layer routing:
layer  vias to the layer above  track usage  wire length [um]
li1                       2420            -                 -
met1                      2329        0.202              6990
met2                       123        0.195              6460
met3                        14       0.0103               517
met4                         0       0.0119               142
met5                         -            0                 0
cells by family after synthesis:
logic type,share of synthesized area
AND/OR/NAND/NOR,0.163
flip-flops,0.486
AND-OR/OR-AND,0.117
buffers and inverters,0.0378
XOR/XNOR,0.0534
multiplexers,0.0819
adder cells (fa/ha/maj),0.0599
other,0.000544
Power and IR drop assume default switching activity.
